--- /design/flow/constraint.sdc ---
current_design Vending_Machine_RF

set clk_period 1.1
set clk_io_pct 0.2

create_clock -name clk0 -period $clk_period [get_ports {sys_clk}]

set non_clock_inputs [all_inputs -no_clocks]
set_input_delay [expr $clk_period * $clk_io_pct] -clock clk0 $non_clock_inputs
set_output_delay [expr $clk_period * $clk_io_pct] -clock clk0 [all_outputs]
--- /design/flow/run.sh ---
#!/bin/bash
# OpenROAD 26Q1-2900-gdf79404cd8, Yosys 0.63+post, stock flow scripts
make -C /OpenROAD-flow-scripts/flow DESIGN_CONFIG=/design/flow/config.mk WORK_HOME=/design/flow/orfs finish
--- /design/flow/config.mk ---
export PLATFORM = sky130hd
export DESIGN_NAME = Vending_Machine_RF
export DESIGN_NICKNAME = Vending_Machine_RF
export VERILOG_FILES = /design/flow/design.v
export SDC_FILE = /design/flow/constraint.sdc
export NUM_CORES = 4
export LEC_CHECK = 1
export CORE_AREA = 10 10 70 70
export DIE_AREA = 0 0 80 80
--- /design/flow/design.v ---
module Vending_Machine_RF
(
input wire sys_clk ,
input wire sys_rst_n ,
input wire pi_money_one ,
input wire pi_money_half ,
output reg [2:0] po_money ,
output reg po_beverage
);
parameter IDLE = 4'b0001;
parameter HALF = 4'b0010;
parameter ONE = 4'b0100;
parameter ONE_HALF = 4'b1000;
reg [3:0] state;
wire [1:0] pi_money;
assign pi_money = {pi_money_one, pi_money_half};
always@(posedge sys_clk or negedge sys_rst_n)
if(sys_rst_n == 1'b0)
state <= IDLE;
else case(state)
IDLE : if(sys_rst_n == 1'b0)
state <= IDLE;
else if(pi_money == 2'b01)
state <= HALF;
else if(pi_money == 2'b10)
state <= ONE;
else
state <= IDLE;
HALF : if(sys_rst_n == 1'b0)
state <= IDLE;
else if(pi_money == 2'b01)
state <= ONE;
else if(pi_money == 2'b10)
state <= ONE_HALF;
else
state <= HALF;
ONE : if(sys_rst_n == 1'b0)
state <= IDLE;
else if(pi_money == 2'b01)
state <= ONE_HALF;
else if(pi_money == 2'b10)
state <= IDLE;
else
state <= ONE;
ONE_HALF: if(sys_rst_n == 1'b0)
state <= IDLE;
else if(pi_money == 2'b01)
state <= IDLE;
else if(pi_money == 2'b10)
state <= IDLE;
else
state <= ONE_HALF;
default : state <= IDLE;
endcase
always@(posedge sys_clk or negedge sys_rst_n)
if(sys_rst_n == 1'b0)
po_beverage <= 1'b0;
else if((state == ONE_HALF && pi_money == 2'b01) || (state == ONE_HALF && pi_money == 2'b10) || (state == ONE && pi_money == 2'b10))
po_beverage <= 1'b1;
else
po_beverage <= 1'b0;
always@(posedge sys_clk )
if((state == HALF) && (sys_rst_n == 1'b0))
po_money <= 3'b001;
else if((state == ONE) && (sys_rst_n == 1'b0))
po_money <= 3'b010;
else if((state == ONE_HALF) && (sys_rst_n == 1'b0))
po_money <= 3'b100;
else if((state == ONE_HALF) && (pi_money == 2'b10))
po_money <= 3'b001;
else
po_money <= 3'b000;
endmodule
==> job_summary.md <==
## PnR job results

| Metric | Value |
|---|---|
| Outcome | `finished clean` |
| Worst setup path endpoint | `state[1]$_DFF_PN0_` |
| Total number of vias | `about 350` |
| Critical path peak fanout | `6` |
| Setup CP Type | `in2reg` |
| Largest area contributor in the netlist | `dfrtp_1` |
| EDFF count, synth | `0` |
| R2R Path End | `state[1]$_DFF_PN0_` |
| Max-slew headroom | `83.1%` |
| Fraction of layout cells with a size suffix above 1 | `between 20% and 30%` |
| Final setup fails | `0` |
| Final Critical Period | `1.05 ns` |
| Congestion Overflow GR | `0` |
| Avg Cell Area, Syn | `9.84 µm²` |
| PortBufs | `7` |
| Per-cell routed wire length | `around 9.0 µm` |
| Setup Slack @ Placement | `-0.330 ns` |
| Initial antenna violation count | `0` |
| First drt pass iteration count | `4` |
| DRT iter0 DRCs | `69` |
| Die X-Extent | `80 µm` |
| Init Core Util | `10.7%` |
| Final HPWL DP | `685 µm` |
| Top cells, area | `dfrtp_1 (27%), dfxtp_1 (16%), dfstp_2 (7.2%)` |
| F_max | `0.951 GHz` |
| CP max-delay cell | `clkdlybuf4s50_1` |
| CTS tree | `done` |
| GRT Total Usage | `roughly 3%` |
| Synthesized instance count | `37` |
| Yosys cell count | `37` |
| Yosys chip area | `364 µm²` |
| Num rows | `21` |
| Post-layout period usage | `95.6%` |
| # DRC | `0` |
| Worst stage delay on the critical path | `0.51 ns` |
| Cell Pwr Density | `roughly 1200 nW/µm²` |
| I/O pin cnt | `8` |
| RSZ-0062 raised after global routing | `false` |
| CP required | `~1.3 ns` |
| Max cap viols | `0` |
| Final Non-Filler Cells | `100` |
| Fin. Hold Viols | `0` |
| Setup slack after layout | `0.0482 ns` |
| GP Congestion | `0.811` |
| Antenna diode instance count | `0` |
| Clock net sink count | `8` |
| Placed insts | `between 90 and 100` |
| CP arrival | `1.21 ns` |
| Die Y-Extent | `roughly 80 µm` |
| Cts bufs inserted | `3` |
| Crit path capture type | `flop` |
| First-pass GRT wire length | `1500 µm` |
| WP depth | `3` |
| Chip area | `6400 µm²` |
| Yosys warns | `1` |
| Fillers | `between 300 and 400` |
| Crit path from | `pi_money_one` |
| DR vias/cell | `around 3.5` |
| Fin. max-slew vios | `0` |
| Crit path buf inv count | `1` |
| Worst slew pin tran | `0.250 ns` |
| Clock Skews | `approximately 0.011 ns` |
| Fin util | `16.6%` |
| CP Cell Sequence | `clkdlybuf4s50_1 -> a211o_1 -> and3_1` |
| Drt total wl | `about 900 µm` |
| Synth Register Bits | `8` |
| Synth Cell Area | `about 360 µm²` |
| Clk buf depth | `2` |
| Root Driver | `clkbuf_4` |
| Register-to-Register Setup Slack | `~0.080 ns` |
| CP delay by family, top | `buffers and inverters` |
| Commonest flop | `dfrtp_1` |
| Post-route ant nets | `0` |
| Hold WC Path Type | `in2async` |
| CTS clk-pin slew, worst paths | `roughly 0.06 ns` |
| Distinct lib cells | `20` |
| Max VDD drop | `0.366 mV` |
| Vias in the first global route | `about 330` |
| Async set-or-reset flop fraction in the synthesized netlist | `62.5%` |
| Leak Pwr | `0.261 nW` |
| Post-synth seq share | `51.2%` |
| R2R cell count | `3` |
| Worst skew pair latency | `0.26 ns` |
| Tool Warnings | `25` |
| Core Region | `3420 µm²` |
| CP startpoint kind | `input pin` |
| Largest net degree at the start of global routing | `9` |
| Syn-to-layout area delta | `55.3%` |
| Top cell area share | `27.5%` |
| CTS H-Tree Depth | `1` |
| FF-to-FF Start | `state[1]$_DFF_PN0_` |
where the power goes:
part | total (mW) | switching, mW | internal, mW
clock | 0.242 | 0.104 | 0.139
combinational | 0.111 | 0.0509 | 0.0602
sequential | 0.328 | 0.0137 | 0.314
total | 0.682 | 0.168 | 0.513
layout make-up:
type | instances | area (µm²) | area share [%]
Tap cell | 46 | 57.6 | 10.2
Timing Repair Buffer | 15 | 125 | 22.1
Multi-Input combinational cell | 24 | 159 | 28.1
Inverter | 3 | 11.3 | 1.99
Sequential cell | 8 | 186 | 33.0
Clock buffer | 4 | 26.3 | 4.65
sequential cells by signal, summed over array words and instances (netlist names):
| register | count |
|---|---|
| po_money | 3 |
| po_beverage | 1 |
| state | 4 |
cell families (layout without fill, tap and decap cells):
logic type / after synthesis / in the layout / synth area share, %
AOI/OAI and AO/OA: 12 / 12 / 25.1
buffers and inverters: 5 / 22 / 5.84
DFF: 8 / 8 / 51.2
muxes: 1 / 1 / 2.75
and+or+nand+nor: 11 / 11 / 15.1
layer usage:
layer  vias to the layer above  share of wire, %  routed length, µm  GRT usage (%)
met5                         -                 0                  0              0
met4                         0               1.1                 10          0.352
met3                         2                13                120           2.16
met2                        17                36                322           3.93
met1                       158                50                448           3.98
li1                        171                 -                  -              -
synth_stat cells, types with 2 or more instances:
cell type and instances:
o211a_1 2, buf_2 2, o21ai_1 3, o211ai_1 2
inv_1 2, nor3_1 2, dfxtp_1 3, nand2_1 5
o21ai_0 2, dfrtp_1 4
through the flow:
step	TNS (ns)	area, µm²	total power [mW]	hold slack, ns
2_1_floorplan	0	364	0.382	-0.0756
3_3_place_gp	-1.59	542	0.445	0.472
3_5_place_dp	-1.68	542	0.448	0.477
4_1_cts	0	562	0.688	0.324
5_1_grt	0	566	0.725	0.338
6_report	0	566	0.682	0.331
cells in the final DEF (no fill, tap or decap), types with 2 or more instances in the layout:
cell type and n:
o211ai_1 2, o21ai_1 3, buf_4 8, o21ai_0 2, clkdlybuf4s50_1 2, clkbuf_4 3
nand2_1 5, inv_1 2, dlygate4sd2_1 4, o211a_1 2, dfxtp_1 3, dfrtp_1 4
nor3_1 2
repair_timing:
action / 4_1_cts / 5_1_grt
buffers inserted: 0 / 0
pin swaps: 0 / 1
endpoints found under the setup margin: 8 / 2
resized: 5 / 2
hold buffers: 0 / 0
worst min-delay path by stage:
stage | to | startpoint | slack (ns) | cells after the start
after CTS | state[1]$_DFF_PN0_ | sys_rst_n | 0.32 | 2
after global routing | state[1]$_DFF_PN0_ | sys_rst_n | 0.34 | 2
final | state[1]$_DFF_PN0_ | sys_rst_n | 0.33 | 2
Power is estimated from default activity; no workload was simulated.
