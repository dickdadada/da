`flow/config.mk`:
```
export PLATFORM = sky130hd
export DESIGN_NAME = Vending_Machine
export DESIGN_NICKNAME = Vending_Machine
export VERILOG_FILES = /design/flow/design.v
export SDC_FILE = /design/flow/constraint.sdc
export NUM_CORES = 4
export LEC_CHECK = 1
export CORE_AREA = 10 10 70 70
export DIE_AREA = 0 0 80 80
```
`flow/constraint.sdc`:
```
current_design Vending_Machine

set clk_period 1.6
set clk_io_pct 0.2

create_clock -name clk0 -period $clk_period [get_ports {sys_clk}]

set non_clock_inputs [all_inputs -no_clocks]
set_input_delay [expr $clk_period * $clk_io_pct] -clock clk0 $non_clock_inputs
set_output_delay [expr $clk_period * $clk_io_pct] -clock clk0 [all_outputs]
```
`flow/design.v`:
```
module Vending_Machine
(
input wire sys_clk , 
input wire pi_money_one , 
input wire pi_money_half ,
output reg po_money , 
output reg po_beverage 
);
parameter IDLE = 4'b0001;
parameter HALF = 4'b0010;
parameter ONE = 4'b0100;
parameter ONE_HALF = 4'b1000;
reg [3:0] state;
wire [1:0] pi_money;
assign pi_money = {pi_money_one, pi_money_half};
always@(posedge sys_clk)
case(state)
IDLE : if(pi_money == 2'b01) 
state <= HALF;
else if(pi_money == 2'b10)
state <= ONE;
else
state <= IDLE;
HALF : if(pi_money == 2'b01)
state <= ONE;
else if(pi_money == 2'b10)
state <= ONE_HALF;
else
state <= HALF;
ONE : if(pi_money == 2'b01)
state <= ONE_HALF;
else if(pi_money == 2'b10)
state <= IDLE;
else
state <= ONE;
ONE_HALF: if(pi_money == 2'b01)
state <= IDLE;
else if(pi_money == 2'b10)
state <= IDLE;
else
state <= ONE_HALF;
default : state <= IDLE;
endcase
always@(posedge sys_clk )
if((state == ONE_HALF && pi_money == 2'b01) || (state == ONE_HALF &&
pi_money == 2'b10) || (state == ONE && pi_money == 2'b10))
po_beverage <= 1'b1;
else
po_beverage <= 1'b0;
always@(posedge sys_clk )
if((state == ONE_HALF) && (pi_money == 2'b10))
po_money <= 1'b1;
else
po_money <= 1'b0;
endmodule
```
`flow/run.sh`:
```
#!/bin/bash
# OpenROAD 26Q1-2900-gdf79404cd8, Yosys 0.63+post, stock flow scripts
make -C /OpenROAD-flow-scripts/flow DESIGN_CONFIG=/design/flow/config.mk WORK_HOME=/design/flow/orfs finish
```
==> impl_metrics.ini <==
; generated from flow reports
[global_routing]
grt_pass1_wl_mm = 1.242
antenna_found_initial = 0
track_usage = 0.02226
grt_max_degree = 10
grt_pass1_vias = 297
overflow = 0

[timing]
fin_tns_setup_ns = 0
min_period_over_period = 0.9155
tightest_slew_ns = 0.3874
finalHoldViolations = 0
fmax_ghz = 0.6827
fin_skew_ns = 0.002026
drv_slew = 0
setup_slack_ns = 0.1353
fin_crit_ns = 1.465
rsz0062_at_grt = no
finalSetupViolCount = 0
slew-limit-headroom = 0.7414

[final_layout]
final_cell_mix = dfxtp_1, clkdlybuf4s50_1, nor2_1, nor2b_1, clkbuf_4
comb_area_um2 = 225.2
fill_cells = 395
syn_to_final_growth_pct = 27.15
final_common_cell = dfxtp_1
seq_area_um2 = 120.1
drive_above_1_share = 0.2273
final_area_um2 = 480.5
final_cells = 90

[detailed_routing]
diodes = 0
drt-total-wl_um = 709
drc = 0
drt_first_pass_iters = 2
vias = 291
drt_iter0_drc = 2
ant_nets = 0
vias_per_cell = 3.233
wl_per_cell_um = 7.878

[cts]
cts_hold_buf = 0
clk_latency_ns = 0.24
cts_buffers = 3
clockRootBuffer = clkbuf_4
clockBufferDepth = 2
htree_num_levels = 1
cts_tree = built
cts_sinks = 6
clk_transition_reported_paths_ns = 0.04

[die]
die_area_mm2 = 0.006400
die_h_um = 80
ioPinCount = 5
fp-utilization = 0.1106
die_x_um = 80
core-area_mm2 = 0.003416
fp-row-count = 21

[worst_setup_path]
crit_fanout = 4
start_kind = input port
critPathArrivalTime_ns = 1.59
slowest_stage = clkdlybuf4s50_1
cp_cell_sequence = clkdlybuf4s50_1 -> inv_1 -> ha_2 -> nor3b_1 -> o21ai_1 -> a21boi_2
critPathRequiredTime_ns = 1.72
critical_path_class = in -> reg
r2r_start = state[2]$_DFF_P_
path_delay_family = buffers and inverters
cp_num_buf_inv = 2
cp-startpoint = pi_money_one
crit_path_max_incr_delay_ns = 0.48
crit_path_end_kind = flip-flop

[synthesis]
ys_area_um2 = 377.9
ys_seq_frac = 0.3179
synth-warning-count = 1
async_flop_share = 0
ys_cells = 39
synth-seq-cells = 6
synthDistinctLibCells = 24
synth-edff-count = 0
syn_avg_cell_area_um2 = 9.689
syn_inst = 39
syn_area_um2 = 377.9
flop_cell = dfxtp_1

[placed_design]
numPortBuffers = 4
post-dp-hpwl_um = 542.6
dp_slack_ns = -0.1774
routabilityCongestion = 0.7305
detailed_place.area_um2 = 455.4
placed_cells = 87

[power]
vdd_drop_max_uv = 174.0
leakage_nw = 0.2100
powerDensity_mw_per_mm2 = 1099

[flow_run]
warning_count = 26
drv_cap = 0

[min_path]
min_path_type = reg -> reg
hp-start = state[0]$_DFF_P_

[run_status]
status = complete, no violations
what timing repair did:
action	in CTS	in global routing
endpoints found under the hold margin	0	0
endpoints found under the setup margin	0	1
setup buffers	0	0
resized	0	1
layout make-up:
cell class / count / area share
clock buffer: 3 / 0.04687
inverter: 2 / 0.01562
multi-input combinational: 28 / 0.4687
sequential: 6 / 0.2500
tap: 46 / 0.1198
timing repair buffer: 5 / 0.09896
logic make-up after synthesis:
| kind of cell | synth area share |
|---|---|
| AND-OR/OR-AND | 0.1788 |
| XOR/XNOR | 0.02318 |
| buffers and inverters | 0.09271 |
| flip-flops | 0.3179 |
| AND/OR/NAND/NOR | 0.3212 |
| adder cells (fa/ha/maj) | 0.06621 |
power breakdown:
part           total (mW)  internal, mW  switching, mW
logic               0.153        0.0877         0.0652
clock network       0.132        0.0844         0.0478
registers           0.243         0.179         0.0633
worst register-to-register path: stages (launching register included):
cell and delay (ns):
dfxtp_1 0.55, nand3b_1 0.17, o21ai_1 0.07, a32o_1 0.21
registers in the layout, summed over array words and instances, names as in the netlist:
signal / count
po_money: 1
po_beverage: 1
state: 4
layer usage:
layer	routed length, um	GRT usage	vias to the layer above
met5	0	0	-
met4	32	0.01056	0
met3	11	0.004545	4
met2	279	0.02809	8
met1	385	0.03402	133
li1	-	-	146
Yosys cell counts (2+ instances only):
cell / count / area [um2]
nor2_1: 3 / 11.26
a22oi_1: 2 / 15.01
nand3b_4: 2 / 40.04
dfxtp_1: 6 / 120.1
o21ai_1: 2 / 10.01
inv_1: 2 / 7.510
ha_1: 2 / 25.02
buf_6: 2 / 22.52
nor2b_1: 3 / 18.77
final timing paths:
| kind | endpoint | slack (ns) | depth (start not counted) |
|---|---|---|---|
| setup / recovery | state[0]$_DFF_P_ | 0.14 | 6 |
| hold / removal | state[3]$_DFF_P_ | 0.52 | 1 |
| setup reg to reg | state[2]$_DFF_P_ | 0.50 | 3 |
| hold reg to reg | state[3]$_DFF_P_ | 0.52 | 1 |
stage by stage:
step / total power, mW / utilization / hold WS (ns)
after floorplan: 0.3777 / - / 0.4627
after global placement: 0.3869 / 0.1333 / 0.4997
after detailed placement: 0.3947 / 0.1333 / 0.5122
after CTS: 0.5294 / 0.1399 / 0.5104
after global routing: 0.5692 / 0.1407 / 0.5565
final: 0.5278 / 0.1407 / 0.5182
Power figures rest on the tool's default switching activity, not on a simulated workload.
